===== flow/design.v =====
module banco_de_registradores(
			Read_1,
			Read_2,
			Data_to_write,
			Address_to_write,
			Signal_write,
			Signal_read,
			Signal_reset,
			Clock_in,
			Out_1,
			Out_2
			);
input wire [3:0] Read_1;
input wire [3:0] Read_2;
input wire [31:0] Data_to_write;
input wire [3:0] Address_to_write;
input wire Signal_write, Signal_read, Signal_reset;
input wire Clock_in;
reg [31:0] Data [0:16];
output reg [31:0] Out_1;
output reg [31:0] Out_2;
always @( posedge Clock_in ) begin
	if (Signal_reset) begin
		Data[0]  <= 32'b0;		Data[1]  <= 32'b1;		Data[2]  <= 32'b0;
		Data[3]  <= 32'b0;		Data[4]  <= 32'b0;		Data[5]  <= 32'b0;
		Data[6]  <= 32'b0;		Data[7]  <= 32'b0;		Data[8]  <= 32'b0;
		Data[9]  <= 32'b0;		Data[10] <= 32'b0;		Data[11] <= 32'b0;
		Data[12] <= 32'b0;		Data[13] <= 32'b0;      Data[14] <= 32'b0;
		Data[15] <= 32'b0;		
		Out_1 <= 32'b0; Out_2 <= 32'b0;
	end
	else begin
		if(Signal_write) begin
			Data[Address_to_write] <= Data_to_write;
		end
		if(Signal_read) begin
			Out_1 <= Data[Read_1];
			Out_2 <= Data[Read_2];
		end
	end
end
endmodule

===== flow/run.sh =====
#!/bin/bash
# OpenROAD 26Q1-2900-gdf79404cd8, Yosys 0.63+post, stock flow scripts
make -C /OpenROAD-flow-scripts/flow DESIGN_CONFIG=/design/flow/config.mk WORK_HOME=/design/flow/orfs finish

===== flow/config.mk =====
export PLATFORM = sky130hd
export DESIGN_NAME = banco_de_registradores
export DESIGN_NICKNAME = banco_de_registradores
export VERILOG_FILES = /design/flow/design.v
export SDC_FILE = /design/flow/constraint.sdc
export NUM_CORES = 4
export LEC_CHECK = 1
export CORE_UTILIZATION = 40

===== flow/constraint.sdc =====
current_design banco_de_registradores

set clk_period 7.2
set clk_io_pct 0.2

create_clock -name clk0 -period $clk_period [get_ports {Clock_in}]

set non_clock_inputs [all_inputs -no_clocks]
set_input_delay [expr $clk_period * $clk_io_pct] -clock clk0 $non_clock_inputs
set_output_delay [expr $clk_period * $clk_io_pct] -clock clk0 [all_outputs]

==> run summary <==
Implementation results

Across the routed clock network, the largest skew measured is 0.0180 ns. The sequential share of the synthesized area is 0.561. Entering global routing, the biggest net connects 92 pins. The tightest hold path in the finished design has a slack of 0.463 ns.

In the layout the commonest cells are edfxtp_1, mux2i_1, and2_1, nand2_1, nand3_1. The synthesized design contains 512 enable-type register cells. For this run, the total global-route usage over all layers was measured as 0.264. The post-CTS hold buffer count recorded in the log is 0.

The count of inserted antenna diode cells is 0. The worst setup path is of the in2reg kind. The time the worst path needs with I/O delays and setup is 3.79 ns. In the post-route analysis, the smallest setup slack over all paths is 3.41 ns. Per the OpenROAD power report, leakage power amounts to 13.0 nW. The width of the die is 274 um. The startpoint identified for the worst hold timing path is Out_1[19]. The chip area in the Yosys report is 29700 um2. Clock latency on the worst-skew pair, taken at its later pin, is 0.60 ns.

The worst setup path is captured at a flop. The first global-routing pass estimated 135000 um of wire. The beginning of the worst register-to-register path is Data[15][31].

The highest ir drop seen on vdd is approximately 0.00019 V. The report counts max-capacitance violations totalling 0. The cell count listed in synth_stat.txt is 2507.

The total vias in the final route is 20000. Summing every instance area after synthesis gives 29700 um2. For this run the detailed placement stage logged an HPWL of 51800 um. The number of global-route vias before repair was between 20000 and 25000.

STA classifies the critical path startpoint as a primary input. The vias per cell is 5.65. Per the GRT congestion report, total overflow comes to 0.

The maximum buffer depth of the clock tree is 3. Post-CTS repair ended up resizing 0 cells. The transition at the pin with the smallest max-transition slack is between 0.9 and 1 ns. In this build the clock could be raised as far as 0.264 GHz. The number of antenna violations at the first check in global routing is 6. The uppermost layer routed is met5. The number of clock buffers inserted by TritonCTS is 66. The number of slew-limit violations in the final report is 0. Measured along the y axis, the die boundary spans 274 um.

The post-placement setup slack is 2.80 ns. The wire length recorded after detailed routing is between 90000 and 100000 um. The tree is rooted in a clkbuf_16.

Routability-driven placement finished with a final weighted congestion of 0.873. Max fanout on the critical path was recorded as 33. The overall chip area is 75300 um2. The required arrival time at the worst endpoint is between 7 and 8 ns. The classification of the worst-slack hold path is reg2reg. The TritonCTS clock tree is done. The warning total across the stage logs is 25. The data arrival time of the worst path is around 4.0 ns. In the final routing, the length of wire on met1 measures about 35000 um. The clock net sink count is 576. The placeable core area is 73200 um2.

The share of flip-flops with an asynchronous set or reset after synthesis is 0. Before antenna repair, the detailed router went through 28 iterations. The sum of met3 wire segment lengths after detailed routing is 12600 um. The total DRC errors in the routed layout is 0. Looking at the cell usage after synthesis, the top flip-flop cell is edfxtp_1. The final-report hold violation count is 0. The post-CTS setup buffer count is 0. The placement report lists the number of port buffers as 111.

The count of state elements after synthesis is around 580. The count of final setup violators is 0. The number of DRC markers in iteration 0 is between 1000 and 1500. For the final routed database, the setup TNS stands at 0 ns.

Including well taps, the total number of placed cells is 3422. The count of nets left with antenna violations after detail routing is 0. The count of warnings emitted by yosys is 1. The met2 layer wire length in the routed design is 41100 um.

Setup repair after global routing left no endpoint under its margin. The run finished with clean final reports. In this run the worst setup path begins at Signal_reset. The final non-filler cell total is 3541.

The gate count of the mapped netlist is 2507. The I/O pin count is 112. The number of fill cells in the layout is around 6300. The fraction of final layout cells sized beyond drive strength 1 is 0.0759. After detailed routing, the average wire length per cell comes to approximately 26 um. The pre-placement core utilization is 0.405.

The clock tree synthesis step divided the H-tree into 3 levels. The power per cell area is 238 nW/um2. After synthesis, the mean cell area works out to 11.8 um2. The number of standard-cell rows in the floorplan is 99. The worst pin sits at a relative slew slack of 0.394. The registers of the reported paths see a clock transition of 0.06 ns. The area growth from synthesis to final layout is 13.4%. The distinct cell type count of the synthesized netlist is 29.

The share of the cycle needed by the critical path after routing is 0.526.
## logic make-up after synthesis
logic type	after synthesis	synth area share
AOI/OAI and AO/OA	256	0.0540
and+or+nand+nor	949	0.178
buffers and inverters	214	0.0342
DFF	576	0.561
muxes	512	0.173
## final cells by class
cell class	instances	area [um2]	share of cell area
multi-input combinational	1717	12100	0.361
sequential	576	16700	0.495
timing repair buffer	170	1590	0.0472
clock buffer	104	1950	0.0579
clock inverter	15	123	0.00364
tap	959	1200	0.0357
## per-layer routing
| metal | vias to the layer above | track usage |
|---|---|---|
| met1 | 9558 | 0.347 |
| met2 | 1134 | 0.382 |
| li1 | 9102 | - |
| met4 | 12 | 0.0744 |
| met3 | 196 | 0.155 |
| met5 | - | 0.0148 |
## sequential cells by signal (all words and copies together), names as in the netlist
signal / flops
Out_2: 32
Data: 512
Out_1: 32
## per-stage QoR
| stage | util | cell area, um2 | total power, mW |
|---|---|---|---|
| floorplan | - | 29700 | 4.47 |
| global placement | 0.431 | 31600 | 4.84 |
| detailed placement | 0.431 | 31600 | 4.85 |
| CTS | 0.460 | 33600 | 8.07 |
| global route | 0.460 | 33600 | 8.28 |
| finish | 0.460 | 33600 | 8.02 |
## report_power, final
part	switching, mW	internal (mW)
clock network	1.32	1.92
registers	0.116	3.84
logic	0.505	0.319
## worst max-delay path: stages
cell,delay [ns]
clkdlybuf4s50_1,0.41
buf_4,0.22
nor3b_2,0.28
nand2_2,0.20
nor3_4,0.15
buf_4,0.44
or2_2,0.33
buf_4,0.50
## final timing paths
path         depth (start not counted)  slack, ns     endpoint
max                                  8       3.41  Data[2][18]
max reg2reg                          4       6.02    Out_2[31]
min                                  2       0.46    Out_1[19]
min reg2reg                          2       0.46    Out_1[19]
## cells in the mapped netlist (all sizes together), types with 15 or more instances
cell type	number	area [um2]
dfxtp	64	1280
nand2	194	733
nor2	15	81.3
mux2i	512	5120
buf	86	490
edfxtp	512	15400
a22oi	128	961
clkbuf	128	524
or2	16	100
a21oi	128	641
and2	513	3210
nand3	192	961
Power and IR drop assume default switching activity.
