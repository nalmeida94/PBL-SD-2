### config.mk
export PLATFORM = sky130hd
export DESIGN_NAME = ula_32_bits
export DESIGN_NICKNAME = ula_32_bits
export VERILOG_FILES = /design/flow/design.v
export SDC_FILE = /design/flow/constraint.sdc
export NUM_CORES = 4
export LEC_CHECK = 1
export CORE_UTILIZATION = 40
### constraint.sdc
current_design ula_32_bits

set clk_period 11.4
set clk_io_pct 0.2

create_clock -name clk0 -period $clk_period

set non_clock_inputs [all_inputs -no_clocks]
set_input_delay [expr $clk_period * $clk_io_pct] -clock clk0 $non_clock_inputs
set_output_delay [expr $clk_period * $clk_io_pct] -clock clk0 [all_outputs]
### design.v
module detector_de_flags(
			Enable,
			Data,
			Signal_A,
			Signal_B,
			Signal_Result,
			Seletion_Sum_Sub,
			Overflow,
			Zero
			);
input wire [31:0] Data;
input wire Enable, Signal_A, Signal_B, Signal_Result, Seletion_Sum_Sub;
wire or_Data;
output wire Overflow, Zero;
assign Overflow = (
						~Signal_A & ~Signal_B & Signal_Result & ~Seletion_Sum_Sub |	
						Signal_A & Signal_B & ~Signal_Result & ~Seletion_Sum_Sub | 
						~Signal_A & Signal_B & Signal_Result & Seletion_Sum_Sub |
						Signal_A & ~Signal_B & ~Signal_Result & Seletion_Sum_Sub
						) & Enable;
assign or_Data = |Data[31:0];					
assign Zero = ~or_Data;
endmodule
module ula_32_bits(
			Selection,
			Enable,
			Data_A,
			Data_B,
			Data_out,
			Signal,
			Overflow,
			Carry_out,
			Zero,
			Ready
			);
parameter 
				Opcode_not 				= 5'd0,
				Opcode_and 				= 5'd1,
				Opcode_and_not_A 		= 5'd2,
				Opcode_and_not_B 		= 5'd3,
				Opcode_nand 			= 5'd4,
				Opcode_or 				= 5'd5,
				Opcode_or_not_A 		= 5'd6,
				Opcode_or_not_B 		= 5'd7,
				Opcode_nor 				= 5'd8,
				Opcode_xor 				= 5'd9,
				Opcode_xnor 			= 5'd10,
				Opcode_add 				= 5'd11,
				Opcode_add_inc 		= 5'd12,
				Opcode_inc_A 			= 5'd13,
				Opcode_sub 				= 5'd14,
				Opcode_sub_dec 		= 5'd15,
				Opcode_dec_A 			= 5'd16,
				Opcode_lsl 				= 5'd17,
				Opcode_rsl 				= 5'd18,
				Opcode_asr 				= 5'd19
				;
input [31:0] Data_A, Data_B;
input [4:0] Selection;
input Enable;
reg [32:0] S;
reg Seletion_Sum_Sub_reg, Enable_overflow_reg;
wire Seletion_Sum_Sub, Enable_overflow, Overflow_wire, Zero_wire, Signal_A, Signal_B, Signal_Result;
output reg [31:0] Data_out;
output reg Overflow, Signal, Carry_out, Zero, Ready;
initial begin
	Ready = 1'b0;
	Overflow = 1'b0;
	Signal = 1'b0;
	Carry_out = 1'b0;
	Zero = 1'b0;
end
always @(*) begin
	if(Selection == Opcode_add | Selection == Opcode_add_inc | Selection == Opcode_inc_A | 
		Selection == Opcode_sub | Selection == Opcode_sub_dec |Selection == Opcode_dec_A) begin
		Enable_overflow_reg = 1'b1;
	end
	else begin
		Enable_overflow_reg = 1'b0;
	end
	if(Selection == Opcode_add | Selection == Opcode_add_inc | Selection == Opcode_inc_A) begin
		Seletion_Sum_Sub_reg = 1'b0;
	end
	else begin
		Seletion_Sum_Sub_reg = 1'b1;
	end
end
assign Enable_overflow = Enable_overflow_reg;
assign Seletion_Sum_Sub = Seletion_Sum_Sub_reg;
assign Signal_A = Data_A[31];
assign Signal_B = Data_B[31];
assign Signal_Result = Data_out[31];
detector_de_flags U1 (Enable_overflow, Data_out, Signal_A, Signal_B, Signal_Result, Seletion_Sum_Sub, 
				Overflow_wire, Zero_wire);
always @( * ) begin
	Overflow = Overflow_wire;
	Zero = Zero_wire;
	if(Enable)begin
		case (Selection)
			Opcode_not: begin
				Data_out = ~Data_A;
			end
			Opcode_and: begin
				Data_out = Data_A & Data_B;
			end
			Opcode_and_not_A: begin
				Data_out = ~Data_A & Data_B;
			end
			Opcode_and_not_B: begin
				Data_out = Data_A & ~Data_B;
			end
			Opcode_nand: begin
				Data_out = ~(Data_A & Data_B);
			end
			Opcode_or: begin
				Data_out = Data_A | Data_B;
			end
			Opcode_or_not_A: begin
				Data_out = ~Data_A | Data_B;
			end
			Opcode_or_not_B: begin
				Data_out = Data_A | ~Data_B;
			end
			Opcode_nor: begin
				Data_out = ~(Data_A | Data_B);			
			end
			Opcode_xor: begin
				Data_out = Data_A ^ Data_B;
			end
			Opcode_xnor: begin
				Data_out = ~(Data_A ^ Data_B);
			end
			Opcode_add: begin
				S[32:0] = Data_A[31:0] + Data_B[31:0];
				Carry_out = S[32];
				Signal = S[31];
				Data_out[31:0] = S[31:0];
			end
			Opcode_add_inc: begin
				S[32:0] = Data_A[31:0] + Data_B[31:0] + 31'd1;
				Carry_out = S[32];		
				Signal = S[31];
				Data_out[31:0] = S[31:0];
			end
			Opcode_inc_A: begin
				S[32:0] = Data_A[31:0] + 31'd1;
				Carry_out = S[32];
				Signal = S[31];
				Data_out[31:0] = S[31:0];
				if(Data_A[31] == 0 && Data_out[31] == 1) begin
					Overflow = 1'b1;
				end
			end
			Opcode_sub: begin
				S[32:0] = Data_A[31:0] - Data_B[31:0];
				Carry_out = S[32];
				Signal = S[31];
				Data_out[31:0] = S[31:0];
			end
			Opcode_sub_dec: begin
				S[32:0] = Data_A[31:0] - Data_B[31:0] - 31'd1;
				Carry_out = S[32];		
				Signal = S[31];
				Data_out[31:0] = S[31:0];
			end
			Opcode_dec_A: begin
				S[32:0] = Data_A[31:0] - 31'd1;
				Carry_out = S[32];
				Signal = S[31];
				Data_out[31:0] = S[31:0];
				if(Data_A[31] == 1 && Data_out[31] == 0) begin
					Overflow = 1'b1;
				end
			end
			Opcode_lsl: begin
				Data_out[31:0] = Data_A[31:0] << Data_B[31:0];
			end
			Opcode_rsl: begin
				Data_out[31:0] = Data_A[31:0] >> Data_B[31:0];
			end			
			Opcode_rsl: begin
				Data_out[31:0] = Data_A[31:0] >>> Data_B[31:0];
			end
		endcase
		Ready = 1'b1;
	end
	else begin
		Ready = 1'b0;
	end
end	
endmodule
### run.sh
#!/bin/bash
# OpenROAD 26Q1-2900-gdf79404cd8, Yosys 0.63+post, stock flow scripts
make -C /OpenROAD-flow-scripts/flow DESIGN_CONFIG=/design/flow/config.mk WORK_HOME=/design/flow/orfs finish
==> metrics.cfg <==
[power_and_ir_drop]
power.leakage_nw=6.31
power.density_nw_per_um2=52.1
power_switching_w=0.000598
peakVddDrop_v=0.0000306
netSwitchingFraction_pct=65.5
internal_power_w=0.000315

[placement]
dp_cells=2979
place_hpwl_um=72600
place.gp.congestion=1.10
port_buffers=107
dpl_cell_area_um2=17500
dp_slack_ps=3040

[run_status]
outcome=finished clean

[logic_synthesis]
logic_family=AND-OR/OR-AND gates
synth_warnings=1
yosys.area_share.simple_pct=30.0
top_cells_by_area=ha_1 10%, a21oi_1 6.8%, nand2_1 6.6%
yosys_area_um2=16200
ys_types=113
synth.area.mux_share_pct=8.60
synthCells=2500
xor_share_pct=5.17
ys_ff=34
top_cell_area_share_pct=10.5
async_flop_share_pct=0
synth-compound-area-share_pct=34.6
yosys_cells=2500
top_area_cell=ha_1
edf_count=0
ys.flop_type=dlxtn_1
netlist_area_um2=16200
fa_ha_area_share_pct=10.7
avgSynthCellArea_um2=6.49

[grt]
antenna_found_initial=2
gr-total-overflow=0
grt_max_degree=74
grt_pass1_wl_um=132000
track_usage_pct=44.5
grt_pass1_vias=18513

[clock_tree]
post_cts_buffers=0
cts.repair.resized=0
postCtsHoldBufs=0

[floorplan]
die_h_um=203
coreArea_um2=39900
die_area_um2=41400
rows=73
fp_util_pct=40.7
die_w_um=203
io_pins=107

[worst_hold_path]
whs_endpoint=Ready
hold_depth=2
hp-class=primary input to output pin
hold_start=Enable

[drt]
totalWireLength_um=92700
drtPass1Iterations=8
antenna_left=0
vias_per_cell=6.96
drt_iter0_drc=2711
wl_per_cell_um=31.1
drc_errors=0
num_vias=20752

[timing]
unconstrained_endpoints=69
fmax_mhz=119
hold_viol=0
setup_viol=0
period_used_pct=74.0
max-slew-margin-rel_pct=22.4
tightest_slew_ps=1160
fin_tns_setup_ps=0
final_max_slew_viol_count=0
final.setup.worst_slack_ps=2960
worst_hold_slack_ps=5450
rsz0062_at_grt=no
finalCriticalPeriod_ps=8440
unclocked_regs=34

[flow_run]
maxCapViolations=0
warning_count=131

[critical_path]
crit_path_end_kind=output pin
crit_fanout=14
startpoint_type=primary input
arrival_ps=6160
worst_ep_required_time_ps=9120
worstSetupPathType=primary input to output pin

[layout]
fin_cells=2980
drive_gt1_share_pct=7.82
area_delta_synth_final_pct=8.05
finalInstanceArea_um2=17500

flip-flops by register name, indices dropped and copies added (netlist names):
signal and flops:
Carry_out 1, Data_out 32, Signal 1
synthesized netlist by cell type (31+ instances only):
| master | instances |
|---|---|
| nand2_1 | 286 |
| nor2_1 | 249 |
| a21oi_1 | 220 |
| o21ai_0 | 195 |
| clkbuf_1 | 157 |
| ha_1 | 136 |
| inv_1 | 99 |
| nor3_1 | 98 |
| xnor2_1 | 78 |
| nand3_1 | 69 |
| mux2i_1 | 55 |
| nor4_1 | 55 |
| a211oi_1 | 45 |
| nand4_1 | 41 |
| a221oi_1 | 36 |
| dlxtn_1 | 34 |
| o211ai_1 | 31 |
power groups by stage:
stage	logic, W	registers [W]	clock network, W
CTS	0.000847	0.0000288	0
global route	0.000932	0.0000299	0
through the flow:
step	power, W	util (%)
final	0.000914	43.9
after global routing	0.000962	43.9
after CTS	0.000875	43.9
after detailed placement	0.000872	43.9
after global placement	0.000873	43.9
after floorplan	0.000574	-
cell usage in the layout (no fill, tap or decap), types with 8 or more instances in the layout:
cell / n
o211ai_1: 31
nor3_1: 95
o21ai_1: 9
a311oi_1: 16
mux4_2: 29
nand4_1: 41
nand3_1: 69
mux2_2: 17
xor2_1: 16
a211oi_1: 45
a32oi_1: 14
nor2b_1: 24
mux2i_1: 55
xnor2_1: 78
and3_1: 25
o31ai_1: 17
o221ai_1: 18
a221oi_1: 36
o21ai_0: 195
a2111oi_0: 23
nor2_1: 247
a21oi_1: 220
or4_1: 8
or3_1: 20
nor4_1: 55
inv_1: 99
clkdlybuf4s50_1: 100
nor4_2: 8
a31oi_1: 24
o2111ai_1: 14
a221o_1: 22
ha_1: 136
nand2_1: 285
nand2b_1: 19
buf_4: 62
o22ai_1: 23
a22oi_1: 13
dlxtn_1: 34
and2_1: 21
area by class of cell:
type	count	area, µm²
sequential	34	510
timing repair buffer	166	1490
fill	4153	22400
inverter	107	402
antenna	1	2.50
multi-input combinational	2147	14500
tap	525	657
worst max-delay path by stage:
stage         startpoint       end  slack [ps]  depth (start not counted)
CTS           Data_A[10]  Overflow        3030                         11
global route  Data_A[11]  Overflow        2800                         11
finish        Data_A[10]  Overflow        2960                         11
metal layers:
layer / vias to the layer above / GRT usage, % / part of all wire, %
met4: 4 / 14.3 / 4.0
li1: 9250 / - / -
met2: 1456 / 62.1 / 40
met1: 9849 / 62.5 / 42
met3: 193 / 17.1 / 14
met5: - / 1.43 / 0.10
logic make-up after synthesis:
logic type,after synthesis
simple gates,981
mux,101
latches,34
buf+inv,319
compound gates,832
fa+ha+maj,138
xor+xnor,95
worst max-delay path: stages:
cell and delay, ps:
clkdlybuf4s50_1 750, nor4_2 570, nand3_1 280, or3_4 460, or2_4 270, or3_4 390, nor2_1 220, ha_1 180
a22o_1 130, a22o_1 150, clkdlybuf4s50_1 460
Power figures rest on the tool's default switching activity, not on a simulated workload.
