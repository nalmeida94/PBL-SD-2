File: ./run.sh
#!/bin/bash
# OpenROAD 26Q1-2900-gdf79404cd8, Yosys 0.63+post, stock flow scripts
make -C /OpenROAD-flow-scripts/flow DESIGN_CONFIG=/design/flow/config.mk WORK_HOME=/design/flow/orfs finish
File: ./config.mk
export PLATFORM = sky130hd
export DESIGN_NAME = pc
export DESIGN_NICKNAME = pc
export VERILOG_FILES = /design/flow/design.v
export SDC_FILE = /design/flow/constraint.sdc
export NUM_CORES = 4
export LEC_CHECK = 1
export CORE_AREA = 10 10 91 91
export DIE_AREA = 0 0 101 101
File: ./constraint.sdc
current_design pc

set clk_period 1.0
set clk_io_pct 0.2

create_clock -name clk0 -period $clk_period [get_ports {Clock_in}]

set non_clock_inputs [all_inputs -no_clocks]
set_input_delay [expr $clk_period * $clk_io_pct] -clock clk0 $non_clock_inputs
set_output_delay [expr $clk_period * $clk_io_pct] -clock clk0 [all_outputs]
File: ./design.v
module pc(
			In,
			Signal_write,
			Signal_reset,
			Clock_in,
			Data
			);
input wire [31:0] In;
input wire Signal_write;
input wire Signal_reset;
input wire Clock_in;
output reg [31:0] Data;
always @( posedge Clock_in ) begin
	if (Signal_reset) begin
		Data[31:0] <= 32'd0;
	end
	else begin 
		if(Signal_write) begin
			Data[31:0] <= In[31:0];
		end
	end
end	
endmodule
==> Slide: Implementation Results <==
Flow Results at a Glance

Outcome
  • Status: finished, final reports clean

Final timing
  • Final Hold Fails: 0
  • Upper clock frequency limit: 1040 MHz
  • Minimum clock period: 0.961 ns
  • Final period util: 96.1%
  • Setup violators final: 0
  • Final Skew: 0 ns
  • Worst rel slew slack: 89.3%
  • Worst Tran Pin Value: 0.155 ns
  • RSZ-0062 raised after global routing: no
  • Final tally of max-slew violations: 0

Logic synthesis
  • Mapped cell area: 1160 sq um
  • Ys flops: 32
  • Unique cell types: 6
  • Post-Synthesis Cells: 103
  • Synthesized area per cell: 11.3 sq um
  • Yosys stat cell total: 103
  • Chip area in the Yosys report: 1160 sq um
  • Synth Seq Share: 55.1%
  • Ys Warns: 1

Finish
  • Non-filler cells, final: 251
  • Most frequent cells in the layout: clkdlybuf4s50_1, dfxtp_2, mux2i_1, nor2_1, clkbuf_2
  • Fraction of layout instances using a drive strength above 1: 42.5%
  • Commonest Layout Cell: clkdlybuf4s50_1
  • Synth-to-Final Area Change: 62.3%
  • Largest register by flop count: Data
  • Max FFs per register: 32
  • Regs by FF count: Data: 32 flops
  • Design area: 1890 sq um

Clocking
  • Setup Fix Bufs, Post-CTS: 0
  • Clock root buffer: clkbuf_8
  • CTS H-Tree Depth: 2
  • Insertion Delay late pin: 0.27 ns
  • CTS sink count: 32
  • Num CTS Buffers: 5
  • CTS clock-pin slew for the worst setup and hold paths: 0.06 ns
  • CTS tree: yes
  • CTS Buffer Depth: 2

Worst setup path
  • Critical Path Max Stage Delay: 0.32 ns
  • Reg2Reg Setup Slack: 0.38 ns
  • Slowest cell on the critical path: dfxtp_2
  • Buf+Inv Stages, Crit Path: 1
  • Largest fanout on the critical path: 2
  • CP top delay family: flip-flops
  • Critical Path RT: 0.80 ns
  • CP endpoint: Data[9]
  • CP Data Arrival Time: 0.76 ns
  • Reg-to-reg endpoint: Data[7]$_SDFFE_PP0P_
  • Worst setup path category: flop to primary output
  • R2r startpoint: Data[7]$_SDFFE_PP0P_
  • Crit path capture type: primary output
  • Crit path depth: 1
  • Critical Path, Cell by Cell: clkdlybuf4s15_1
  • Crit path from: Data[9]$_SDFFE_PP0P_
  • Worst Reg2Reg Path Length in Cells: 2
  • CP startpoint kind: flop

Power and ir drop
  • Peak VDD IR: 514 uV
  • Flop pwr share: 50.1%
  • Clock power frac: 36.0%
  • Combinational Power Share: 14.0%
  • NetSw: 0.608 mW
  • Int Pwr: 2.19 mW
  • Leak Pwr: 0.886 nW
  • Pwr dens: 1480 nW/um^2
  • Sw Ratio: 21.7%

Floorplan
  • Ports: 67
  • Die height: 101 um
  • Rows: 29
  • Die W: 101 um
  • FP Util: 18.3%
  • Area of the core: 6350 sq um
  • Die Area: 10200 sq um

GRT
  • Tot GR Track Use: 5.89%
  • Met3 Track Usage GR: 4.78%
  • Initial antenna violation count: 0
  • GRT Residual Overflow: 0
  • GR Util met2: 7.96%
  • Largest net degree at the start of global routing: 33
  • Vias in the first global route: 1030
  • First-pass GRT wire length: 4940 um
  • Grt peak-use layer: met2
  • Met1 Usage GRT: 7.42%

Placed design
  • Gpl congestion: 0.678
  • DP Area: 1910 sq um
  • Placed cells: 243
  • IO buf count: 66
  • DP HPWL: 2310 um

Drt
  • Antenna-violating nets left: 0
  • Via count: 896
  • Post-Route WL: 3040 um
  • Iter 0 DRT Violations: 9
  • DR DRC count: 0
  • WL/cell: 12.1 um
  • Diode count: 0
  • Pre-antenna DRT Iters: 2
  • Via density: 3.57

Job
  • Max-cap violation count: 0
  • Log Warnings: 25

Hold path
  • Hold Crit Depth: 4
  • Hold Path Class: primary input to flop
stage by stage:
| step | setup slack, ns | power (mW) | hold WS, ns | util, % | TNS (ns) |
|---|---|---|---|---|---|
| 4_1_cts | 0.000809 | 2.91 | 0.431 | 31.7 | 0 |
| 2_1_floorplan | 0.207 | 1.57 | 0.272 | - | 0 |
| 6_report | 0.0393 | 2.80 | 0.433 | 29.7 | 0 |
| 3_5_place_dp | -0.0950 | 1.89 | 0.485 | 30.1 | -2.88 |
| 5_1_grt | 0.00330 | 2.97 | 0.450 | 29.7 | 0 |
| 3_3_place_gp | -0.0842 | 1.88 | 0.470 | 30.1 | -2.64 |
power by group through the flow:
stage         logic (mW)  registers, mW  clock network (mW)
global route       0.440           1.41                1.12
CTS                0.433           1.40                1.07
finish             0.391           1.40                1.01
worst min path at each step:
stage / from / endpoint / slack, ns
CTS: Signal_write / Data[1]$_SDFFE_PP0P_ / 0.43
global route: Signal_write / Data[9]$_SDFFE_PP0P_ / 0.45
finish: Signal_write / Data[1]$_SDFFE_PP0P_ / 0.43
per-layer routing:
metal,part of all wire [%],vias up
li1,-,474
met1,45,378
met2,39,44
met3,16,0
met4,0,0
met5,0,-
synthesized netlist by cell type:
cell      count  share of area, %
mux2i_1      32                28
clkbuf_1      3              0.97
nor2_1       32                10
buf_12        3               5.2
dfxtp_1      32                55
buf_6         1              0.97
logic make-up after synthesis:
logic type | Yosys count | synth area share (%)
muxes | 32 | 27.5
DFF | 32 | 55.1
and+or+nand+nor | 32 | 10.3
buffers and inverters | 7 | 7.10
what timing repair did:
| action | CTS | global route |
|---|---|---|
| hold buffers | 0 | 0 |
| gates resized | 102 | 25 |
| setup endpoints to repair | 32 | 25 |
cell type report:
| cell class | instances | area, sq um |
|---|---|---|
| fillers | 656 | 4460 |
| well taps | 77 | 96.3 |
| repair buffers | 70 | 581 |
| clock buffers | 8 | 90.1 |
| flip-flops and latches | 32 | 681 |
| multi-input cells | 64 | 440 |
No activity file was given, so power comes from the tool's default toggle rates.
